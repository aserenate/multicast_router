**/design/flow/constraint.sdc**
```tcl
current_design RR_arbiter

set clk_period 2.2
set clk_io_pct 0.2

create_clock -name clk0 -period $clk_period [get_ports {clk}]

set non_clock_inputs [all_inputs -no_clocks]
set_input_delay [expr $clk_period * $clk_io_pct] -clock clk0 $non_clock_inputs
set_output_delay [expr $clk_period * $clk_io_pct] -clock clk0 [all_outputs]
```
**/design/flow/run.sh**
```bash
#!/bin/bash
# OpenROAD 26Q1-2900-gdf79404cd8, Yosys 0.63+post, stock flow scripts
make -C /OpenROAD-flow-scripts/flow DESIGN_CONFIG=/design/flow/config.mk WORK_HOME=/design/flow/orfs finish
```
**/design/flow/design.v**
```verilog
module RR_arbiter
#(
    parameter N = 4
)
(
    input  wire clk,
    input  wire rst_n,
    input  wire [N-1:0] req,
    output reg [N-1:0] grant
);
wire [2*N-1:0] req_a, req_sub;
wire [2*N-1:0] grant_tmp;
assign req_a = {req, req};
assign req_sub = (|grant==0) ? req_a -  {{(2*N-1){1'b0}}, 1'b1} : req_a - {{(N-1){1'b0}}, grant,1'b0};
assign grant_tmp = req_a & (~req_sub);
always @(posedge clk or negedge rst_n) begin
    if (!rst_n) grant <= 'b0;
    else begin
        grant <= (grant_tmp[2*N-1:N] | grant_tmp[N-1:0]);
    end
end
endmodule
```
**/design/flow/config.mk**
```make
export PLATFORM = sky130hd
export DESIGN_NAME = RR_arbiter
export DESIGN_NICKNAME = RR_arbiter
export VERILOG_FILES = /design/flow/design.v
export SDC_FILE = /design/flow/constraint.sdc
export NUM_CORES = 4
export LEC_CHECK = 1
export CORE_AREA = 10 10 70 70
export DIE_AREA = 0 0 80 80
```
==> run summary <==
Status on the layout run. The run finished with clean final reports. After clock tree synthesis, the setup repair step added 0 buffers. After detailed routing, the number of remaining DRC violations is 0. Power density relative to cell area landed at 1070 mW/mm^2. STA classifies the critical path endpoint as a flop. For this run, the script counts the antenna cells in the layout as 0. Wires add up to 956 um. Counting flops per register, the top entry is grant. Combined area of all synthesized cells landed at 357 um^2. The worst path in the final design needs a cycle of 2.08 ns, including I/O delays and setup.

Per the OpenROAD floorplan log, the area of the core is 0.00342 mm^2. Looking at the max-slew report, the worst-margin pin has a slew of 0.592 ns. The report lists the number of standard-cell rows as 21. Per the final layout report, the fraction of cells sized above drive strength 1 comes to 21.8%. Die boundary width landed at 80 um. Portion of synthesized cell area occupied by the leading cell type landed at 28.1%.

The first global-routing pass estimated 1.62 mm of wire. Before placement the cells fill 10.4% of the core. The top cell type in the final layout, fill and taps aside, is clkdlybuf4s50_1. Using the TritonRoute via totals, the vias-per-cell ratio works out to 3.54.

Setup repair after global routing left no endpoint under its margin. Via count of the first global-routing pass landed at 374. Vertical extent of the die landed at 80 um.

In this run the number of H-tree levels came out at 1. Count of pins over their slew limit landed at 0. The final report lists the setup-violating endpoint count as 0. Leakage component of the power landed at 0.242 nW. Total global routing overflow landed at 0.

CTS placed an instance of clkbuf_4 at the clock tree root. After synthesis the netlist holds a flip-flop and latch count of 4. The worst-case max-slew headroom was logged as 60.2%. Number of flip-flops under the largest register name landed at 4. The worst setup path is launched from an input pin. Clock insertion delay at the later pin of the skew report landed at 0.24 ns.

Setup total negative slack on the finished layout was measured at 0 ns. Yosys stat counts 37 cells in the synthesized netlist. Clock input transition at the sequential cells of the worst setup and hold paths landed at 0.04 ns. Number of instances in the synthesized netlist landed at 37. The worst setup path is of the in -> reg kind. On the final layout, the worst clock skew is 0.00241 ns.

Detailed placement HPWL landed at 835 um. Number of library cell types mapped by synthesis landed at 20. The routed layout has 358 vias.

Area of the synthesized netlist per yosys stat landed at 357 um^2. Data arrival time of the critical path landed at 2.25 ns. Fraction of the cycle the final worst path needs landed at 94.6%. Number of clock sinks seen by CTS landed at 4.

Total of buffers placed on input and output ports landed at 9. Post-route antenna net violation count landed at 0. Power after layout landed at 617 uW. TritonCTS built the clock tree.

Count of warnings emitted by yosys landed at 1. The final weighted congestion recorded by global placement is 0.786. Maximum clock frequency landed at 480 MHz. Peak ir drop on the vdd network landed at 0.000147 V. Yosys attributes the largest share of cell area to dfrtp_1 (28%), ha_1 (18%), inv_1 (6.3%). For this run, the register share of the synthesized area comes to 28.1%. Number of top-level design ports landed at 10. The largest registers in the layout are grant: 4 flops. Chip area landed at 0.00640 mm^2.

Synthesized area per cell landed at 9.64 um^2. For reference, the final report shows the hold violation count at 0. Across all stage logs, warnings added up to 25.

Average detailed-routed wire length per instance landed at 9.47 um. Largest buffer count on any clock path landed at 2. Number of design-rule violations left by the first detailed-router iteration landed at 15. The most common logic cells in the final layout are clkdlybuf4s50_1 (9), inv_1 (6), buf_4 (6), ha_1 (5). The initial antenna violation count was 0. The path class of the tightest hold or removal check is in -> async. Worst path required time landed at 2.37 ns. Looking at area per cell type in the netlist, the leader is dfrtp_1. Max capacitance violation total landed at 0. Global-route usage over all layers landed at 3.00%.

Iteration count of the initial detailed-routing pass landed at 4. Buffers inserted during clock tree synthesis total 3. Entering global routing, the biggest net connects 6 pins. The area growth from synthesis to layout is 62.1%.

Largest fanout on the critical path landed at 2.
-- logic make-up after synthesis --
| family | count (synthesis) | synth area share [%] |
|---|---|---|
| AOI/OAI and AO/OA | 13 | 25.6 |
| and+or+nand+nor | 7 | 14.4 |
| buffers and inverters | 6 | 6.32 |
| adders and majority gates | 6 | 23.2 |
| DFF | 4 | 28.1 |
| xor gates and xnor gates | 1 | 2.46 |
-- area by class of cell --
class / count / area (um^2)
tap: 46 / 57.6
multi-input combinational: 27 / 240
inverter: 6 / 22.5
timing repair buffer: 15 / 135
sequential: 4 / 100
fill: 385 / 2840
clock buffer: 3 / 22.5
-- critical path, cell delays in order --
cell	delay [ns]
clkdlybuf4s50_1	0.42
inv_1	0.08
ha_1	0.15
inv_1	0.05
fa_1	0.38
a21o_1	0.22
a2111oi_2	0.29
o311a_1	0.22
-- layer usage --
metal / vias to the layer above / GRT usage [%] / share of wire [%]
met5: - / 0 / 0
met4: 0 / 1.58 / 5.5
met3: 5 / 0.227 / 3.3
met2: 11 / 5.22 / 49
met1: 162 / 3.56 / 41
li1: 180 / - / -
-- cells in the mapped netlist, drive strengths merged --
master / count
a2111oi: 1
a211oi: 1
a21o: 2
a21oi: 4
and4: 1
dfrtp: 4
fa: 1
ha: 5
inv: 6
nand3b: 1
nor2: 2
nor3: 1
nor4: 1
o21ai: 1
o221ai: 1
o311a: 1
o31ai: 1
o41ai: 1
or4: 1
xnor2: 1
-- where the power goes --
part           internal, mW  switching [mW]  total (mW)
logic                 0.214           0.164       0.378
registers             0.105          0.0418       0.147
clock network        0.0611          0.0313      0.0924
total                 0.380           0.237       0.617
-- path summary, 6_finish.rpt --
kind                       cells past startpoint       end  startpoint  slack [ns]
max                                            8  grant[3]      req[1]        0.12
min                                            1  grant[0]       rst_n        0.40
max reg2reg                                    6  grant[3]    grant[0]        0.37
min reg2reg                                    3  grant[1]    grant[3]        0.75
max in group asynchronous                      1  grant[2]       rst_n        1.65
min in group clk0                              3  grant[1]    grant[3]        0.75
-- stage by stage --
| step | hold slack [ns] | utilization (%) | cells | instance area [um^2] | setup slack, ns |
|---|---|---|---|---|---|
| 2_1_floorplan | 0.144 | - | 37 | 357 | 0.327 |
| 3_3_place_gp | 0.646 | 16.1 | 98 | 549 | -0.247 |
| 3_5_place_dp | 0.650 | 16.1 | 98 | 549 | -0.223 |
| 4_1_cts | 0.400 | 16.7 | 101 | 572 | 0.0149 |
| 5_1_grt | 0.413 | 16.9 | 101 | 578 | 0.00255 |
| 6_report | 0.395 | 16.9 | 101 | 578 | 0.118 |
-- repair_timing --
| action | 4_1_cts | 5_1_grt |
|---|---|---|
| gates resized | 0 | 2 |
| hold buffers | 0 | 0 |
| setup endpoints to repair | 0 | 1 |
Power figures rest on the tool's default switching activity, not on a simulated workload.
