==> flow/design.v <==
module rc_multicast_sub#(
  parameter DEPTH=4,
  parameter WIDTH=2,
  parameter DATASIZE=30,
  parameter router_ID=6
  )(
  output reg[DATASIZE-1:0] data_out1,
  output reg[4:0] direction_out1,
  output reg[DATASIZE-1:0] data_out2,
  output reg[4:0] direction_out2,
  output reg[DATASIZE-1:0] data_out3,
  output reg[4:0] direction_out3,
  input wire[DATASIZE-1:0] data_in,
  input wire valid_in,
  input wire rc_ready,
  input wire rc_clk,
  input wire rst_n
  );
  wire[15:0] dst_list;
  assign dst_list = data_in[24:9];
  assign dst_list_S = dst_list[3:0];
  assign dst_list_L = dst_list[4];
  assign dst_list_E = dst_list[15:8];
  always@(posedge rc_clk, negedge rst_n) begin
    if(!rst_n)
      data_out1 <= 30'b0;
    else if (rc_ready)
      data_out1 <= {data_in[29:17],8'b0,data_in[8:1],1'b1};
    else
      data_out1 <= data_out1;
  end
  always@(posedge rc_clk, negedge rst_n) begin
    if(!rst_n)
      data_out2 <= 30'b0;
    else if (rc_ready)
      data_out2 <= {data_in[29:25],8'b0,dst_list_L,4'b0,data_in[8:1],1'b1};
    else
      data_out2 <= data_out2;
  end
  always@(posedge rc_clk, negedge rst_n) begin
    if(!rst_n)
      data_out3 <= 30'b0;
    else if (rc_ready)
      data_out3 <= {data_in[29:25],9'b0,dst_list_S,data_in[8:1],1'b1};
    else
      data_out3 <= data_out3;
  end
  always@(posedge rc_clk, negedge rst_n) begin
    if(!rst_n)
      direction_out1 <= 5'b00000;
    else if(!valid_in & rc_ready)
      direction_out1 <= 5'b00000;
    else if(!rc_ready)
      direction_out1 <= direction_out1;
    else
      direction_out1 <= 5'b00100;
  end
  always@(posedge rc_clk, negedge rst_n) begin
    if(!rst_n)
      direction_out2 <= 5'b00000;
    else if(!valid_in & rc_ready)
      direction_out2 <= 5'b00000;
    else if(!rc_ready)
      direction_out2 <= direction_out2;
    else
      direction_out2 <= 5'b00001;
  end
  always@(posedge rc_clk, negedge rst_n) begin
    if(!rst_n)
      direction_out3 <= 5'b00000;
    else if(!valid_in & rc_ready)
      direction_out3 <= 5'b00000;
    else if(!rc_ready)
      direction_out3 <= direction_out3;
    else
      direction_out3 <= 5'b00010;
  end
endmodule
module rc_multicast#(
  parameter DEPTH=4,
  parameter WIDTH=2,
  parameter DATASIZE=30,
  parameter router_ID=6
  )(
  output wire[DATASIZE-1:0] data_out_W1,
  output wire[4:0] direction_out_W1,
  output wire[DATASIZE-1:0] data_out_W2,
  output wire[4:0] direction_out_W2,
  output wire[DATASIZE-1:0] data_out_W3,
  output wire[4:0] direction_out_W3,
  input wire[DATASIZE-1:0] W_data_in,
  input wire W_valid_in,
  input wire rc_ready_W,
  output wire[DATASIZE-1:0] data_out_N1,
  output wire[4:0] direction_out_N1,
  output wire[DATASIZE-1:0] data_out_N2,
  output wire[4:0] direction_out_N2,
  output wire[DATASIZE-1:0] data_out_N3,
  output wire[4:0] direction_out_N3,
  input wire[DATASIZE-1:0] N_data_in,
  input wire N_valid_in,
  input wire rc_ready_N,
  input wire rc_clk,
  input wire rst_n
  );
  rc_multicast_sub #(
    .DEPTH(DEPTH),
    .WIDTH(WIDTH),
    .DATASIZE(DATASIZE),
    .router_ID(router_ID)
    ) rc_multicast_W (
    .data_out1(data_out_W1),
    .data_out2(data_out_W2),
    .data_out3(data_out_W3),
    .direction_out1(direction_out_W1),
    .direction_out2(direction_out_W2),
    .direction_out3(direction_out_W3),
    .data_in(W_data_in),
    .valid_in(W_valid_in),
    .rc_ready(rc_ready_W),
    .rc_clk(rc_clk),
    .rst_n(rst_n)
    );
  rc_multicast_sub #(
    .DEPTH(DEPTH),
    .WIDTH(WIDTH),
    .DATASIZE(DATASIZE),
    .router_ID(router_ID)
    ) rc_multicast_N (
    .data_out1(data_out_N1),
    .data_out2(data_out_N2),
    .data_out3(data_out_N3),
    .direction_out1(direction_out_N1),
    .direction_out2(direction_out_N2),
    .direction_out3(direction_out_N3),
    .data_in(N_data_in),
    .valid_in(N_valid_in),
    .rc_ready(rc_ready_N),
    .rc_clk(rc_clk),
    .rst_n(rst_n)
    );
endmodule
==> flow/run.sh <==
#!/bin/bash
# OpenROAD 26Q1-2900-gdf79404cd8, Yosys 0.63+post, stock flow scripts
make -C /OpenROAD-flow-scripts/flow DESIGN_CONFIG=/design/flow/config.mk WORK_HOME=/design/flow/orfs finish
==> flow/config.mk <==
export PLATFORM = sky130hd
export DESIGN_NAME = rc_multicast
export DESIGN_NICKNAME = rc_multicast
export VERILOG_FILES = /design/flow/design.v
export SDC_FILE = /design/flow/constraint.sdc
export NUM_CORES = 4
export LEC_CHECK = 1
export CORE_AREA = 10 10 127 127
export DIE_AREA = 0 0 137 137
==> flow/constraint.sdc <==
current_design rc_multicast

set clk_period 1.0
set clk_io_pct 0.2

create_clock -name clk0 -period $clk_period [get_ports {rc_clk}]

set non_clock_inputs [all_inputs -no_clocks]
set_input_delay [expr $clk_period * $clk_io_pct] -clock clk0 $non_clock_inputs
set_output_delay [expr $clk_period * $clk_io_pct] -clock clk0 [all_outputs]
==> run_results.csv <==
group,metric,value,unit
setup_path,worstPathMaxFanout,2,
place,dpl_cell_area,4340,µm²
sta,fmax,883,MHz
sta,skew,0,ns
detailed_routing,route.detailed.drc,0,
logic_synthesis,synth-edff-count,0,
sta,slew_violations,0,
floorplan,ios,276,
logic_synthesis,synthArstFlopShare,1.00,
place,place_hpwl,6890,µm
clock_network,cts_made_buffers,5,
sta,finalHoldViolations,50,
place,numPortBuffers,161,
setup_path,critPathCaptureType,"output pin",
sta,setup_violations,90,
setup_path,crit_path_cell_trace,"buf_6 -> buf_6",
clock_network,clkTransAtPathRegs,0.08,ns
setup_path,cp.arrival,0.93,ns
global_route,grt_pass1_wl,13000,µm
sta,tns,-6.00,ns
detailed_routing,num_vias,2040,
pwr,p_leak,2.51,nW
logic_synthesis,yosysChipArea,3250,µm²
logic_synthesis,numSynthFlops,50,
logic_synthesis,syn_area,3250,µm²
clock_network,clock_latency,0.29,ns
clock_network,root_buffer,"clkbuf_16",
sta,hold_ws,-0.115,ns
logic_synthesis,yosysTopAreaCell,"dfrtp_1",
sta,grt_setup_unrepaired,"true",
global_route,grt_util_all_layers,0.0863,
logic_synthesis,ff_type,"dfrtp_1",
clock_network,cts.sinks,50,
detailed_routing,avgRoutedWirePerCell,15.0,µm
detailed_routing,routed_wl,9200,µm
worst_hold_path,min_path_type,"input port to asynchronous set/reset pin",
sta,period_needed,1.13,ns
logic_synthesis,synthCells,267,
logic_synthesis,synth_warnings,4,
setup_path,cp.required,0.80,ns
setup_path,cp_slowest_cell,"dfrtp_1",
pwr,power,6.16,mW
logic_synthesis,synth_seq_share,0.384,
setup_path,crit_type,"flip-flop to output pin",
floorplan,die_h,137,µm
floorplan,dieArea,18800,µm²
logic_synthesis,avgSynthCellArea,12.2,µm²
logic_synthesis,common_cells,"160 x buf_4, 50 x dfrtp_1, 38 x mux2_4, 10 x mux2_2, 4 x buf_12",
detailed_routing,dr.pass1.iters,3,
cells_and_area,nFillCells,1276,
outcome,outcome,"finished with violations",
setup_path,cp-start-kind,"flip-flop",
floorplan,fp_util,0.244,
pwr,power_density,1270,nW/µm²
logic_synthesis,ys_cells,267,
detailed_routing,ant_nets,0,
clock_network,htree_num_levels,2,
logic_synthesis,area_leaders,"dfrtp_1 38%, buf_4 37%, mux2_4 18%",
place,routabilityCongestion,0.785,
logic_synthesis,top_cell,"buf_4",
detailed_routing,drtIter0Drc,35,
detailed_routing,vias_per_cell,3.32,
detailed_routing,num_antenna_cells,0,
global_route,grt_max_degree,51,
global_route,grt_pass1_vias,2293,
pwr,vdd_drop_max,0.646,mV
sta,setup_slack,-0.132,ns
floorplan,coreArea,13300,µm²
global_route,antenna_found_initial,0,
floorplan,rows,42,
cells_and_area,fin_area,4850,µm²
clock_network,tritoncts,"built",
setup_path,path_delay_family,"flip-flops",
run,log.warning_count,43,
setup_path,cpPeakStageDelay,0.40,ns
clock_network,cts_buffer_depth,2,
cells_and_area,final_util,0.364,
sta,fin_crit_sh,1.13,
floorplan,die_w,137,µm
cells_and_area,drive_gt1_frac,0.542,
logic_synthesis,yosysUniqueCellTypes,8,
outcome,violations,"negative hold slack, negative setup slack",
cells_and_area,area_growth,49.1,%
global_route,gr-total-overflow,0,
run,max_cap_violations,0,
logic_synthesis,synth_top_area_share,0.384,
setup_path,path_buffers,2,
setup_path,cpMostUsedCell,"buf_6",
[logic make-up (layout without fill, tap and decap cells)]
family | after synthesis | in the layout | share of synthesized area
buf+inv | 166 | 239 | 0.401
flops | 50 | 50 | 0.384
mux | 48 | 48 | 0.210
simple gates | 2 | 2 | 0.00384
other cells | 1 | 100 | 0.00115
[flip-flops by register name (all words and copies together) (netlist names)]
register / flops
rc_multicast_N.data_out1: 9
rc_multicast_W.data_out1: 21
rc_multicast_N.direction_out2: 1
rc_multicast_N.data_out2: 1
rc_multicast_N.data_out3: 14
rc_multicast_W.direction_out3: 1
rc_multicast_W.data_out2: 1
rc_multicast_W.data_out3: 2
[timing repair]
item                       CTS  global route
setup buffers               48             8
resized                    425             5
hold endpoints to repair    50            50
cloned                       2             0
setup endpoints to repair  134           127
[layout make-up]
class                           instances  area [µm²]  area share
Clock buffer                            5         125      0.0258
Tap cell                              176         220      0.0454
Clock inverter                          3        48.8      0.0101
Multi-Input combinational cell        150        1070       0.221
Sequential cell                        50        1250       0.258
Timing Repair Buffer                  231        2140       0.440
[through the flow]
| stage | setup slack (ns) | cells |
|---|---|---|
| 2_1_floorplan | 0.132 | 366 |
| 6_report | -0.132 | 615 |
| 4_1_cts | -0.148 | 608 |
| 5_1_grt | -0.166 | 615 |
| 3_3_place_gp | -0.414 | 557 |
| 3_5_place_dp | -0.412 | 557 |
[path summary, 6_finish.rpt]
kind / startpoint / end / slack (ns) / cells past startpoint
max in group asynchronous: rst_n / rc_multicast_W.data_out1[20] / 0.88 / 2
max: rc_multicast_W.data_out1[8] / data_out_W1[8] / -0.13 / 2
min in group clk0: rc_ready_W / rc_multicast_W.data_out1[2] / 0.29 / 2
min reg2reg: rc_multicast_N.data_out1[18] / rc_multicast_N.data_out1[18] / 0.51 / 1
max reg2reg: rc_multicast_N.data_out3[1] / rc_multicast_N.data_out3[1] / -0.10 / 4
min: rst_n / rc_multicast_N.data_out3[20] / -0.11 / 2
[per-layer routing]
metal / routed length [µm] / vias to the layer above / global-route usage
met5: 0 / - / 0
met4: 119 / 0 / 0.00995
met3: 874 / 6 / 0.0205
met2: 4510 / 145 / 0.149
met1: 3700 / 961 / 0.111
li1: - / 928 / -
[placed cells by master (no fill, tap or decap)]
master and instances:
buf_6 93, or2_1 2, inv_8 1, conb_1 100, mux2_2 10, mux2_4 38, clkinvlp_4 1, clkbuf_16 5
dlygate4sd2_1 1, buf_12 4, dfrtp_1 50, bufinv_16 1, clkdlybuf4s50_1 48, bufbuf_16 2, buf_2 67, buf_4 16
[where the power goes]
part / leakage (nW) / internal, mW / switching, mW
combinational: 1.85 / 1.34 / 0.449
clock: 0.0819 / 1.20 / 0.826
sequential: 0.579 / 2.22 / 0.134
total: 2.51 / 4.75 / 1.41
Power is estimated from default activity; no workload was simulated.
